<file path="run.sh">
#!/bin/bash
# OpenROAD 26Q1-2900-gdf79404cd8, Yosys 0.63+post, stock flow scripts
make -C /OpenROAD-flow-scripts/flow DESIGN_CONFIG=/design/flow/config.mk WORK_HOME=/design/flow/orfs finish
</file>
<file path="config.mk">
export PLATFORM = sky130hd
export DESIGN_NAME = updown_counter
export DESIGN_NICKNAME = updown_counter
export VERILOG_FILES = /design/flow/design.v
export SDC_FILE = /design/flow/constraint.sdc
export NUM_CORES = 4
export LEC_CHECK = 1
export CORE_AREA = 10 10 70 70
export DIE_AREA = 0 0 80 80
</file>
<file path="constraint.sdc">
current_design updown_counter

set clk_period 1.9
set clk_io_pct 0.2

create_clock -name clk0 -period $clk_period [get_ports {clk}]

set non_clock_inputs [all_inputs -no_clocks]
set_input_delay [expr $clk_period * $clk_io_pct] -clock clk0 $non_clock_inputs
set_output_delay [expr $clk_period * $clk_io_pct] -clock clk0 [all_outputs]
</file>
<file path="design.v">
module updown_counter(
    input logic clk,        
    input logic rst_n,      
    input logic load,       
    input logic up_down,    
    input logic enable,     
    input logic [3:0] d_in, 
    output logic [3:0] count  
);
    always_ff @(posedge clk or negedge rst_n) begin
        if (!rst_n) begin
            count <= 4'b0000;
        end 
        else if (load) begin
            count <= d_in;
        end 
        else if (enable) begin
            if (up_down) 
                count <= count + 1;  
            else 
                count <= count - 1;  
        end
    end
endmodule
</file>
==> out/metrics.yaml <==
yosys:
  mappedNetlistArea_um2: 311.5
  ys_types: 22
  synth-seq-area-share: 0.3213
  synth_cells: 32
  total_number_of_yosys_warnings: 1
  syn_area_per_cell_um2: 9.736
  yosys_cells: 32
  postSynthRegisterBits: 4
  yosys.stat.chipArea_um2: 311.5
grt:
  grt_antenna_before_repair: 0
  vias_in_the_first_global_route: 348
  gr_ovfl_total: 0
  grt_first_pass_wirelength_um: 1580
  grt_start_max_net_pins: 12
  groute.usage.overall: 0.03090
cts:
  post_cts_buffers: 0
  ctsHoldBuffers: 0
  cts.path.max_buffers: 2
  clkSinkCount: 4
  cts-resized-gates: 0
  worstSkewPairLatency_ns: 0.23
  tritoncts: "yes"
  clock_tree.htree_level_count: 1
  clock_pin_slew_worst_setup_and_hold_paths_ns: 0.04
  cts_inserted_buffers: 3
  cts-root-buf: "clkbuf_4"
cells_and_area:
  layout_top_cell: "clkdlybuf4s50_1"
  syn_to_final_growth_pct: 65.46
  final_layout_size_suffix_gt1_frac: 0.1064
  final_cells: 93
  reg_top3: "count x4"
  layout.cells.most_common_list: "clkdlybuf4s50_1, dfrtp_1, nand2_1, o21ai_0, clkbuf_4"
  largest_register_ffs: 4
  top_register: "count"
  layout.core_utilization: 0.1509
worst_setup_path:
  worst_ep_arrival_time_ns: 1.95
  setup.worst_path.class: "in -> reg"
  setup.worst_path.start_class: "input pin"
  worst-path-max-fanout: 5
  critPathRequiredTime_ns: 2.06
  timing.critical_path.to_type: "flip-flop"
  ff2ff_path_depth: 4
die:
  fp_util: 0.09121
  fp.dieH_um: 80
  die-area_um2: 6400
  placeableCoreArea_um2: 3416
  die_width_um: 80
  io_pins: 13
  fp-row-count: 21
detailed_routing:
  routedWlPerCell_um: 9.462
  drt_pre_antenna_iters: 3
  route.antenna.diode_count: 0
  detail_route.vias_per_cell: 3.054
  postRouteAntennaNets: 0
  drt-initial-drc-count: 12
  drt_wl_total_um: 880
  dr_total_vias: 284
  drt_drc_violations_left: 0
power:
  leakage_nw: 0.2066
  peakVddDrop_v: 0.0002132
  cellPowerDensity_nw_per_um2: 659.6
  power_mw: 0.3400
placed_design:
  routabilityCongestion: 0.8138
  detailed_place_hpwl_um: 752.9
  dp.cells: 90
  buffer_ports.inserted: 12
final_timing:
  worst-slew-pin-transition_ns: 0.2300
  clock_skew_ns: 0.001260
  final_period_minus_worst_setup_slack_ns: 1.791
  part_of_the_cycle_the_worst_path_needs: 0.9426
  hold_violations: 0
  timing.final.setup_violations: 0
  maxSlewHeadroom: 0.8446
  final_max_slew_viol_count: 0
  rsz0062_at_grt: "no"
  max_clock_freq_mhz: 558.3
outcome:
  run_status: "complete, no violations"
run:
  max-cap-violations: 0
  warning_count: 25
worst_hold_path:
  worst_hold_path_type: "in -> async"
critical path, cell delays in order:
cell and delay [ns]:
clkdlybuf4s50_1 0.54, inv_1 0.11, ha_1 0.32, a21o_1 0.16
a221o_1 0.34, nand3_1 0.09
cells in the mapped netlist:
library cell,instances,area share
a22oi_1,1,0.024
xnor2_1,1,0.028
nor2_1,1,0.012
fa_1,1,0.064
ha_1,2,0.080
buf_4,1,0.024
dfrtp_1,4,0.32
o2bb2ai_1,1,0.028
a21o_1,1,0.024
or4b_1,1,0.032
mux2i_1,2,0.064
nor3b_1,1,0.024
nand3_1,2,0.032
nor4bb_1,1,0.032
nand2_1,3,0.036
a21oi_1,1,0.016
xor2_1,1,0.028
a221o_1,1,0.032
nand3b_1,1,0.024
o21ai_0,3,0.048
inv_1,1,0.012
clkbuf_1,1,0.012
cells by family (layout without fill, tap and decap cells):
| logic type | count (synthesis) | in the layout | synth area share |
|---|---|---|---|
| xor gates and xnor gates | 2 | 2 | 0.05624 |
| and+or+nand+nor | 10 | 10 | 0.1928 |
| muxes | 2 | 2 | 0.06426 |
| buffers and inverters | 3 | 18 | 0.04818 |
| DFF | 4 | 4 | 0.3213 |
| adders and majority gates | 3 | 3 | 0.1446 |
| AOI/OAI and AO/OA | 8 | 8 | 0.1727 |
final timing paths:
| path | start | endpoint | slack, ns |
|---|---|---|---|
| setup / recovery | up_down | count[3] | 0.11 |
| max in group asynchronous | rst_n | count[2] | 1.38 |
| min in group clk0 | count[2] | count[2] | 0.63 |
| hold reg to reg | count[2] | count[2] | 0.63 |
| setup reg to reg | count[1] | count[3] | 0.52 |
| hold / removal | rst_n | count[0] | 0.35 |
per-layer routing:
metal	vias to the layer above	GRT usage	wire [um]	share of wire
li1	148	-	-	-
met1	127	0.04094	485	0.55
met2	9	0.04494	354	0.40
met3	0	0.01364	40	0.045
met4	0	0.007042	0	0
met5	-	0	0	0
through the flow:
step	setup slack (ns)	TNS, ns	instance area [um^2]	hold WS (ns)
2_1_floorplan	0.5449	0	311.5	0.08441
3_3_place_gp	-0.1019	-0.1537	493.0	0.5967
3_5_place_dp	-0.1188	-0.1975	493.0	0.6014
4_1_cts	0.1117	0	515.5	0.3500
5_1_grt	0.03697	0	515.5	0.3530
6_report	0.1090	0	515.5	0.3543
area by class of cell:
class / count / area [um^2]
clock buffers: 3 / 22.52
fillers: 400 / 2900
inverters: 1 / 3.754
multi-input cells: 25 / 196.4
flip-flops and latches: 4 / 100.1
well taps: 46 / 57.56
repair buffers: 14 / 135.1
where the power goes:
group          total (mW)  internal [mW]  switching, mW
clock network       0.102         0.0704         0.0317
logic               0.121         0.0759         0.0448
registers           0.117         0.0995         0.0177
Power figures rest on the tool's default switching activity, not on a simulated workload.
