===== flow/design.v =====
`timescale 1ns / 1ps
module mult(
    input [31:0] a,
    input [31:0] b,
    output [31:0] c
    );
    assign c = a * b;
endmodule

===== flow/run.sh =====
#!/bin/bash
# OpenROAD 26Q1-2900-gdf79404cd8, Yosys 0.63+post, stock flow scripts
make -C /OpenROAD-flow-scripts/flow DESIGN_CONFIG=/design/flow/config.mk WORK_HOME=/design/flow/orfs finish

===== flow/config.mk =====
export PLATFORM = sky130hd
export DESIGN_NAME = mult
export DESIGN_NICKNAME = mult
export VERILOG_FILES = /design/flow/design.v
export SDC_FILE = /design/flow/constraint.sdc
export NUM_CORES = 4
export LEC_CHECK = 1
export CORE_UTILIZATION = 50

===== flow/constraint.sdc =====
current_design mult

set clk_period 23.0
set clk_io_pct 0.2

create_clock -name clk0 -period $clk_period

set non_clock_inputs [all_inputs -no_clocks]
set_input_delay [expr $clk_period * $clk_io_pct] -clock clk0 $non_clock_inputs
set_output_delay [expr $clk_period * $clk_io_pct] -clock clk0 [all_outputs]

==> flow_metrics.env <==
# flow metrics
export IMPL_status="completed"
export IMPL_ios=96
export IMPL_slew_headroom=0.361
export IMPL_postCtsHoldBufs=0
export IMPL_cts_resized=0
export IMPL_num_rows=64
export IMPL_ant_nets=0
export IMPL_hold_ws_ps=10390
export IMPL_place_ws_ps=5850
export IMPL_core_area_sq_um=30800
export IMPL_drv_slew=0
export IMPL_ys_chip_area_sq_um=15800
export IMPL_grt_pass1_wl_mm=62.5
export IMPL_place_inst=2151
export IMPL_dr_total_vias=11000
export IMPL_syn_area_per_cell_sq_um=9.23
export IMPL_wl_mm=37.7
export IMPL_dp_hpwl_mm=30.9
export IMPL_synth_distinct_cells=44
export IMPL_rsz0062_at_grt="no"
export IMPL_finalHoldViolCount=0
export IMPL_grt_ovfl_total=0
export IMPL_path_class="input port to output pin"
export IMPL_slowest_stage="clkdlybuf4s50_1"
export IMPL_max_freq_ghz=0.0585
export IMPL_endpoint_kind="output pin"
export IMPL_stdcell_count=2151
export IMPL_ys_cells=1712
export IMPL_tool_warnings=32
export IMPL_grtUsageTotal=0.269
export IMPL_crit_chain="clkdlybuf4s50_1 -> and2_1 -> fa_1 -> fa_1 -> fa_1 -> inv_1 -> fa_1 -> inv_1 -> fa_1 -> inv_1 -> fa_1 -> inv_1 -> fa_1 -> fa_1 -> ha_1 -> inv_1 -> o21ai_1 -> a21oi_1 -> nor4bb_1 -> nand4_1 -> a21oi_1 -> a21oi_1 -> xnor2_1 -> clkdlybuf4s50_1"
export IMPL_wl_per_cell_microns=17.5
export IMPL_final_fill_count=2787
export IMPL_final_min_clock_period_ps=17100
export IMPL_critPathMostFrequentCell="fa_1"
export IMPL_grt_pass1_vias=11900
export IMPL_cap_violations=0
export IMPL_setup_viol=0
export IMPL_max_stage_delay_ps=780
export IMPL_antenna_found_initial=0
export IMPL_flop_area_sq_um=0
export IMPL_drtIter0Drc=348
export IMPL_fp_dieH_microns=180
export IMPL_cts_setup_buffers=0
export IMPL_drive_above_1_share=0.0228
export IMPL_sequential_cell_total=0
export IMPL_syn_inst=1712
export IMPL_holdCritPathClass="input port to output pin"
export IMPL_worstPathRequired_ps=18400
export IMPL_grt_max_degree=32
export IMPL_critPathLaunchType="input port"
export IMPL_place_port_buffers=96
export IMPL_yosysWarnings=0
export IMPL_fin_crit_sh=0.744
export IMPL_worst_pin_slew_ps=956
export IMPL_finalSetupTns_ps=0
export IMPL_worst_slack_ps=5900
export IMPL_via_per_inst=5.10
export IMPL_drcViolationCount=0
export IMPL_first_pass_iters=24
export IMPL_cp_arrival_ps=12500
export IMPL_die_area_sq_um=32300
export IMPL_die_w_microns=180
export IMPL_initCoreUtil=0.512
export IMPL_clock_buffers=0
export IMPL_insertedDiodeCount=0
export IMPL_syn_area_sq_um=15800
export IMPL_ys_seq_frac=0
export IMPL_worst_path_max_fanout=19
export IMPL_routabilityCongestion=0.889
export IMPL_syn2layout_area_growth_pct=8.57
==> cells in the mapped netlist (all sizes together) <==
cell type  count  area share
fa           408        0.52
and2         367        0.15
inv          359       0.085
nand2        178       0.042
ha           123       0.097
clkbuf        80       0.019
xnor2         67       0.037
a21oi         22      0.0070
xor2          18       0.010
nor2          16      0.0038
o21ai         16      0.0053
a21o          11      0.0054
a211oi         4      0.0019
and3           4      0.0019
nand3          4      0.0016
nor3           4      0.0013
o21bai         4      0.0019
nand2b         3      0.0012
nor2b          3      0.0012
a31oi          2     0.00079
a41oi          2      0.0016
nand4          2     0.00079
nor4           2      0.0017
o41ai          2      0.0016
a2111o         1     0.00071
a21boi         1     0.00048
and4           1     0.00055
buf            1     0.00071
nor4bb         1     0.00063
o2111ai        1     0.00055
o311ai         1      0.0010
o31ai          1      0.0013
or2            1     0.00040
or2b           1     0.00055
or4            1     0.00048
==> cells in the final DEF, fill, tap and decap left out, drive strengths merged, types with 2 or more instances in the layout <==
master | netlist | layout
nand4 | 2 | 2
o21bai | 4 | 4
nand3 | 4 | 4
buf | 1 | 28
xor2 | 18 | 18
a21o | 11 | 11
ha | 123 | 123
and3 | 4 | 4
clkdlybuf4s50 | 0 | 96
o21ai | 16 | 16
fa | 408 | 408
nor3 | 4 | 4
a31oi | 2 | 2
inv | 359 | 359
nor4 | 2 | 2
nor2b | 3 | 3
nand2b | 3 | 3
a21oi | 22 | 22
xnor2 | 67 | 67
and2 | 367 | 367
o41ai | 2 | 2
a41oi | 2 | 2
a211oi | 4 | 4
nand2 | 178 | 178
nor2 | 16 | 16
==> per-layer routing <==
metal	GRT usage	wire, microns
met3	0.112	3860
met5	0	0
met4	0.0224	350
met1	0.400	15900
met2	0.411	17600
==> worst max-delay path, delay by kind of cell <==
kind	cells	cell delay [ps]
AOI/OAI and AO/OA	4	750
and+or+nand+nor	3	1140
adders and majority gates	9	4290
xor gates and xnor gates	1	150
buffers and inverters	7	1570
==> cell families after synthesis <==
kind of cell    count (synthesis)  synth area share
fa+ha+maj                     531             0.614
compound gates                 68            0.0295
buf+inv                       440             0.105
xor+xnor                       85            0.0471
simple gates                  588             0.204
==> path summary, 6_finish.rpt <==
| check | startpoint | endpoint | slack [ps] | cells past startpoint |
|---|---|---|---|---|
| worst min-delay path | a[0] | c[0] | 10390 | 4 |
| worst max-delay path | a[13] | c[31] | 5900 | 24 |
==> metrics by stage <==
step / utilization / area (sq um)
final: 0.556 / 17200
after global routing: 0.556 / 17200
after CTS: 0.556 / 17200
after detailed placement: 0.556 / 17200
after global placement: 0.556 / 17200
after floorplan: - / 15800
==> layout make-up <==
type / count / area, sq um / area share
inverter: 359 / 1350 / 0.0786
timing repair buffer: 124 / 1170 / 0.0683
multi-input combinational: 1272 / 14100 / 0.824
tap: 396 / 495 / 0.0289
