`flow/config.mk`:
```
export PLATFORM = sky130hd
export DESIGN_NAME = counter
export DESIGN_NICKNAME = counter
export VERILOG_FILES = /design/flow/design.v
export SDC_FILE = /design/flow/constraint.sdc
export NUM_CORES = 4
export LEC_CHECK = 1
export CORE_AREA = 10 10 70 70
export DIE_AREA = 0 0 80 80
```
`flow/constraint.sdc`:
```
current_design counter

set clk_period 2.8
set clk_io_pct 0.2

create_clock -name clk0 -period $clk_period [get_ports {clkpulse}]

set non_clock_inputs [all_inputs -no_clocks]
set_input_delay [expr $clk_period * $clk_io_pct] -clock clk0 $non_clock_inputs
set_output_delay [expr $clk_period * $clk_io_pct] -clock clk0 [all_outputs]
```
`flow/design.v`:
```
module counter (
    input logic clkpulse,        
    input logic rst,          
    input  logic       sw0,        
    output logic [3:0] led  
);
    always_ff @(posedge clkpulse or posedge rst) begin
        if (rst) begin
            led <= 4'b0000;  
        end else begin
            if (sw0) begin
                led <= led - 1;  
            end else begin
                led <= led + 1;  
            end
        end
    end
endmodule
```
`flow/run.sh`:
```
#!/bin/bash
# OpenROAD 26Q1-2900-gdf79404cd8, Yosys 0.63+post, stock flow scripts
make -C /OpenROAD-flow-scripts/flow DESIGN_CONFIG=/design/flow/config.mk WORK_HOME=/design/flow/orfs finish
```
==> results.cfg <==
; synthesis and place-and-route metrics
[global_route]
antenna_violations_before_repair = 0
grt_max_degree = 5
number_of_global_route_vias_before_repair = 174
total_routing_resource_utilization_after_global_routing_pct = 1.28
grt_first_pass_wirelength_um = 683
gr-total-overflow = 0

[synthesis]
syn_area_per_cell_um2 = 12.1
synth_chip_area_um2 = 206
mappedNetlistArea_um2 = 206
post_synth_mux_area_share_pct = 0
synth_adder_area_share_pct = 21.8
xor_area_share_pct = 12.7
seq_area_frac_synth_pct = 48.5
ys_types = 8
yosys.area_share.simple_pct = 0
post_synth_ao_oa_area_fraction_pct = 7.88
post_synth_inst_count = 17
synth_stat.cells = 17
synth.logic.top_family = adder cells
synth-seq-cells = 4
warnings_synthesis = 1

[sta]
timing.final.hold_violations = 0
worst_slew_margin_pct = 88.9
tightest_slew_ns = 0.166
final.setup_skew_ns = 0.00374
finalCriticalPeriod_ns = 1.66
timing.final.max_slew_violations = 0
setup_viol_count_final = 0
timing_limited_maximum_frequency_ghz = 0.601
final.period_utilization_pct = 59.4
finalHoldWorstSlack_ns = 0.501
finalSetupTns_ns = 0
rsz_0062_raised_after_global_routing = false

[setup_path]
wp_data_required_ns = 2.95
cp-start-kind = input pin
timing.critical_path.slowest_stage_cell = sky130_fd_sc_hd__clkdlybuf4s50_1
crit_type = input pin to flop
cpPeakStageDelay_ns = 0.48
path_cells = clkdlybuf4s50_1 -> ha_1 -> a21o_1 -> a21oi_2 -> xnor2_1
r2r_setup_slack_ns = 1.59
critical_path_peak_fanout = 4
worst-path-buf-inv = 1
cp_top_family = buffers and inverters
endpoint_kind = flop
worst-endpoint-arrival_ns = 1.82

[clocking]
cts-buffers-inserted = 3
total_clock_sinks = 4
post_cts.resized_instances = 0
cts_hold_buffers = 0
h_tree_level_count = 1
clockRootBuffer = sky130_fd_sc_hd__clkbuf_4
clock_slew_at_the_register_clock_pins_of_the_worst_setup_and_hold_paths_ns = 0.04
clk-insertion-delay-late_ns = 0.23
clk_path_buf_depth = 2
tritoncts = yes
cts_post_setup_buffers_inserted = 0

[job]
warning_count = 25
drv_cap = 0

[detailed_routing]
via_per_inst = 2.10
antenna_left = 0
detail_route.wirelength_um = 375
drt_iter0_markers = 0
vias = 151
drt_pre_antenna_iters = 1
wl_per_cell_um = 5.21
antenna_cells_inserted = 0
detail_route.drc_violations = 0

[pwr]
cellPowerDensity_mw_per_mm2 = 827
swShare_pct = 27.4
clock_share_of_power_pct = 24.6
power_leakage_uw = 0.000149
share_of_total_power_in_combinational_logic_pct = 41.2
power.switching_uw = 78.6
p_int_uw = 208
p_seq_share_pct = 34.2
power.ir.vdd_worst_mv = 0.112

[floorplanning]
placementRows = 21
floorplan.initialDensity_pct = 6.04
floorplan.die.width_um = 80
ios = 7
die-area_mm2 = 0.00640
die-height_um = 80
area_of_the_core_mm2 = 0.00342

[hold_path]
class_of_the_tightest_hold_or_removal_check = flop to flop

[final_layout]
largest_register_ff_count = 4
area_added_between_synthesis_and_finish_pct = 67.9
top_regs = led (4)
post_route_cells_drive_above_1_share_pct = 15.4
logic_area_um2 = 87.6
final-seq-area_um2 = 100
regMostFlops = led
fillers = 399
final-instance-count-excl-fill = 72

[placed_design]
place.gp.congestion = 0.705
place_inst = 69
io_buffers = 6

[status]
outcome = completed
## layout by cell type (no fill, tap or decap)
cell type                         instances
sky130_fd_sc_hd__a21o_1                   1
sky130_fd_sc_hd__a21oi_2                  1
sky130_fd_sc_hd__clkbuf_4                 3
sky130_fd_sc_hd__clkdlybuf4s50_1          6
sky130_fd_sc_hd__dfrtp_1                  4
sky130_fd_sc_hd__fa_1                     1
sky130_fd_sc_hd__ha_1                     2
sky130_fd_sc_hd__inv_1                    5
sky130_fd_sc_hd__xnor2_1                  2
sky130_fd_sc_hd__xor2_1                   1
## power groups by stage
stage                 logic, µW  registers [µW]  clock network, µW
after CTS                   121            98.3               74.7
after global routing        136             101               77.8
final                       118            97.9               70.6
## synth_stat cells
cell                      count  area share [%]
sky130_fd_sc_hd__xor2_1       1             4.2
sky130_fd_sc_hd__dfrtp_1      4              48
sky130_fd_sc_hd__inv_1        5             9.1
sky130_fd_sc_hd__a21o_1       1             3.6
sky130_fd_sc_hd__fa_1         1             9.7
sky130_fd_sc_hd__ha_1         2              12
sky130_fd_sc_hd__xnor2_1      2             8.5
sky130_fd_sc_hd__a21oi_2      1             4.2
## metal layers
layer | track usage [%] | wire, µm | vias to the layer above
li1 | - | - | 69
met1 | 1.47 | 163 | 69
met2 | 1.85 | 137 | 9
met3 | 0.682 | 56 | 4
met4 | 0.704 | 18 | 0
met5 | 0 | 0 | -
## kinds of logic (layout without fill, tap and decap cells)
group / Yosys count / after routing
adders and majority gates: 3 / 3
DFF: 4 / 4
xor gates and xnor gates: 3 / 3
AOI/OAI and AO/OA: 2 / 2
buffers and inverters: 5 / 14
## layout make-up
class	instances	share of cell area, %
flip-flops and latches	4	28.9
multi-input cells	8	25.3
repair buffers	6	17.3
well taps	46	16.6
clock buffers	3	6.50
inverters	5	5.42
## path summary, 6_finish.rpt
check | depth (start not counted) | end | start
max reg2reg | 4 | led[3]$_DFF_PP0_ | led[1]$_DFF_PP0_
min in group asynchronous | 2 | led[3]$_DFF_PP0_ | rst
max | 5 | led[3]$_DFF_PP0_ | sw0
min | 1 | led[0]$_DFF_PP0_ | led[0]$_DFF_PP0_
min reg2reg | 1 | led[0]$_DFF_PP0_ | led[0]$_DFF_PP0_
max in group asynchronous | 2 | led[1]$_DFF_PP0_ | rst
## stage by stage
| step | instance area (µm²) | util (%) | total power [µW] | worst slack [ns] |
|---|---|---|---|---|
| final | 347 | 10.1 | 287 | 1.14 |
| after detailed placement | 324 | 9.49 | 220 | 0.888 |
| after global placement | 324 | 9.49 | 216 | 0.890 |
| after global routing | 347 | 10.1 | 314 | 1.05 |
| after CTS | 347 | 10.1 | 294 | 1.14 |
| after floorplan | 206 | - | 158 | 1.47 |
Power figures rest on the tool's default switching activity, not on a simulated workload.
